`./constraint.sdc`:
```
current_design eight_bit_adder

set clk_period 3.4
set clk_io_pct 0.2

create_clock -name clk0 -period $clk_period

set non_clock_inputs [all_inputs -no_clocks]
set_input_delay [expr $clk_period * $clk_io_pct] -clock clk0 $non_clock_inputs
set_output_delay [expr $clk_period * $clk_io_pct] -clock clk0 [all_outputs]
```
`./design.v`:
```
module one_bit_full_adder (a, b, cin, sum, cout);
   input a;
   input b;
   input cin;
   output sum;
   wire sum;
   output cout;
   wire cout;
   assign sum = (a & b & cin) | (~a & ~b & cin) | (~a & b & ~cin) | (a & ~b & ~cin);
   assign cout = (a & b & cin) | (a & ~b & cin) | (~a & b & cin) | (a & b & ~cin);
endmodule
module eight_bit_adder (x, y, carry_in, sum, carry_out);
   input [7:0] x;
   input [7:0] y;
   input carry_in;
   output [7:0] sum;
   wire [7:0] sum;
   output carry_out;
   wire carry_out;
   wire [6:0] mid_carry;
   one_bit_full_adder FA0 (x[0], y[0], carry_in, sum[0], mid_carry[0]);
   one_bit_full_adder FA1 (x[1], y[1], mid_carry[0], sum[1], mid_carry[1]);
   one_bit_full_adder FA2 (x[2], y[2], mid_carry[1], sum[2], mid_carry[2]);
   one_bit_full_adder FA3 (x[3], y[3], mid_carry[2], sum[3], mid_carry[3]);
   one_bit_full_adder FA4 (x[4], y[4], mid_carry[3], sum[4], mid_carry[4]);
   one_bit_full_adder FA5 (x[5], y[5], mid_carry[4], sum[5], mid_carry[5]);
   one_bit_full_adder FA6 (x[6], y[6], mid_carry[5], sum[6], mid_carry[6]);
   one_bit_full_adder FA7 (x[7], y[7], mid_carry[6], sum[7], carry_out);
endmodule
```
`./run.sh`:
```
#!/bin/bash
# OpenROAD 26Q1-2900-gdf79404cd8, Yosys 0.63+post, stock flow scripts
make -C /OpenROAD-flow-scripts/flow DESIGN_CONFIG=/design/flow/config.mk WORK_HOME=/design/flow/orfs finish
```
`./config.mk`:
```
export PLATFORM = sky130hd
export DESIGN_NAME = eight_bit_adder
export DESIGN_NICKNAME = eight_bit_adder
export VERILOG_FILES = /design/flow/design.v
export SDC_FILE = /design/flow/constraint.sdc
export NUM_CORES = 4
export LEC_CHECK = 1
export CORE_AREA = 10 10 70 70
export DIE_AREA = 0 0 80 80
```
==> qor.yml <==
status: "finished with violations"
violations: "setup timing"
slew_violations: 0
hp-class: "in -> out"
finalSetupViolCount: 1
routabilityCongestion: 0.799
yosysSeqAreaShare_pct: 0
synth_cell_type_count: 15
fin_crit_ps: 3440
ys_chip_area_um2: 360
grt_max_degree: 6
p_int_uw: 82.1
cp-end-kind: "output pin"
ys_sh_aoi_pct: 16.7
whs_ps: 2100
xor_area_share_pct: 29.2
rows: 21
power.leakage_uw: 0.000292
top_logic_kind: "XOR/XNOR gates"
ctsHoldBuffers: 0
drt_first_iter_violations: 4
p_switching_uw: 40.1
grt_pass1_vias: 402
slowest_delay_ps: 420
dp_hpwl_um: 990
mux_area_share_pct: 0
seq_power_share_pct: 0
dp.cells: 118
cp_max_fo: 3
p_comb_share_pct: 100.0
worstSetupStartpointType: "input pin"
worstMarginPinSlew_ps: 263
drtPass1Iterations: 2
layout.cells.non_filler: 121
syn_area_um2: 360
diodes: 0
cp.arrival_ps: 2760
top_cells_by_area: "xnor2_1, buf_4, fa_1, a221oi_2, maj3_2"
wire_per_inst_um: 9.40
drc_errors: 0
finalHoldViolations: 0
yosys.area_share.simple_pct: 10.4
cap_viol_max_count: 0
fa_ha_area_share_pct: 22.9
register_area_um2: 0
fin_crit_sh_pct: 101
core_um2: 3420
portBuffers: 26
area_delta_synth_final_pct: 101
grt_usage_pct: 3.29
rsz0062_at_grt: "yes"
yosysWarnings: 0
cpMaxStageDelayCell: "fa_2"
power.density_nw_per_um2: 169
cp.required_ps: 2720
critPathKind: "in -> out"
die_x_um: 80
via_count: 388
drive_gt1_share_pct: 50.7
antenna_found_initial: 0
overflow: 0
num-clock-buffers: 0
grt_pass1_wl_mm: 1.78
slew_headroom_pct: 82.5
ioPinCount: 26
antenna_left: 0
power_frac_clock_pct: 0
cp_cell_sequence: "buf_6, inv_2, fa_2, nor2b_4, o41ai_2, and3_1, maj3_2, maj3_2, fa_2, buf_2"
synth_top_cell_by_area: "xnor2_1"
fmax_mhz: 291
swShare_pct: 32.8
routed_wl_mm: 1.14
fin_ws_ps: -36.4
avgSynthCellArea_um2: 8.19
ff_count: 0
crit_family: "adder cells"
ys_cells: 44
lay_top_count: "buf_4"
postSynthCellCount: 44
dieArea_um2: 6400
max-vdd-ir-drop_mv: 0.0690
fp_util_pct: 10.5
openroad.warnings: 34
path_buffers: 3
routed_via_density: 3.21
final_layout_top_logic_cells: "buf_4, clkdlybuf4s50_1, xnor2_1"
synth_top_area_share_pct: 26.7
die_y_um: 80
[stage by stage]
step,worst slack [ps],setup TNS [ps],power (uW),utilization (%),area [um^2]
after floorplan,16.0,0,61.0,-,363
after detailed placement,-854,-2540,121,20.4,696
final,-36.4,-36.4,122,21.2,723
after CTS,-78.5,-78.5,123,21.0,717
after global routing,-173,-232,134,21.2,723
after global placement,-817,-2370,120,20.4,696
[repair_timing]
action / CTS / global route
setup endpoints to repair: 6 / 3
setup buffers: 3 / 0
resized: 48 / 6
gates cloned: 0 / 0
pin swaps: 9 / 8
[power groups by stage]
stage	logic (uW)	clock network (uW)	registers (uW)
4_1_cts	123	0	0
5_1_grt	134	0	0
6_report	122	0	0
[tightest hold or removal path, stage by stage]
cell and delay [ps]:
buf_6 100, inv_4 40, fa_2 180, inv_1 30
clkdlybuf4s50_1 390
[cells in the mapped netlist (all sizes together)]
cell / instances
nand2: 1
nor2b: 2
inv: 4
a211oi: 1
xor2: 1
maj3: 4
nor2: 4
xnor2: 11
a221oi: 2
o41ai: 2
and3: 1
fa: 2
buf: 8
a21oi: 1
[metal layers]
metal	vias to the layer above	routed length [um]	GRT usage, %
li1	203	-	-
met1	168	548	4.46
met2	17	432	4.74
met3	0	157	1.82
met4	0	0	0
met5	-	0	0
[final timing paths]
check,start,end,depth (start not counted)
hold / removal,carry_in,sum[0],5
setup / recovery,x[0],sum[7],10
[cell families (layout without fill, tap and decap cells)]
kind of cell	count (synthesis)	count (layout)
XOR/XNOR	12	12
adder cells (fa/ha/maj)	6	6
AND-OR/OR-AND	6	6
buffers and inverters	12	43
AND/OR/NAND/NOR	8	8
[layout make-up]
type | instances | area, um^2
fillers | 388 | 2690
inverters | 4 | 17.5
multi-input cells | 32 | 327
well taps | 46 | 57.6
repair buffers | 39 | 322
Power figures rest on the tool's default switching activity, not on a simulated workload.

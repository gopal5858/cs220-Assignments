==> flow/design.v <==
module carry_look_ahead_4bit(a,b, cin, sum,cout);
input [3:0] a,b;
input cin;
output [3:0] sum;
output cout;
wire [3:0] p,g,c;
assign p=a^b; 
assign g=a&b;  
assign c[0]=cin;
assign c[1]= g[0]|(p[0]&c[0]);
assign c[2]= g[1] | (p[1]&g[0]) | p[1]&p[0]&c[0];
assign c[3]= g[2] | (p[2]&g[1]) | p[2]&p[1]&g[0] | p[2]&p[1]&p[0]&c[0];
assign cout= g[3] | (p[3]&g[2]) | p[3]&p[2]&g[1] | p[3]&p[2]&p[1]&g[0] | p[3]&p[2]&p[1]&p[0]&c[0];
assign sum=p^c;
endmodule
module carry_look_ahead_8bit(a,b, cin, sum,cout);
input [7:0] a,b;
input cin;
output [7:0] sum;
output cout;
wire c1;
carry_look_ahead_4bit cla1 (.a(a[3:0]), .b(b[3:0]), .cin(cin), .sum(sum[3:0]), .cout(c1));
carry_look_ahead_4bit cla2 (.a(a[7:4]), .b(b[7:4]), .cin(c1), .sum(sum[7:4]), .cout(cout));
endmodule
==> flow/run.sh <==
#!/bin/bash
# OpenROAD 26Q1-2900-gdf79404cd8, Yosys 0.63+post, stock flow scripts
make -C /OpenROAD-flow-scripts/flow DESIGN_CONFIG=/design/flow/config.mk WORK_HOME=/design/flow/orfs finish
==> flow/config.mk <==
export PLATFORM = sky130hd
export DESIGN_NAME = carry_look_ahead_8bit
export DESIGN_NICKNAME = carry_look_ahead_8bit
export VERILOG_FILES = /design/flow/design.v
export SDC_FILE = /design/flow/constraint.sdc
export NUM_CORES = 4
export LEC_CHECK = 1
export CORE_AREA = 10 10 70 70
export DIE_AREA = 0 0 80 80
==> flow/constraint.sdc <==
current_design carry_look_ahead_8bit

set clk_period 10.2
set clk_io_pct 0.2

create_clock -name clk0 -period $clk_period

set non_clock_inputs [all_inputs -no_clocks]
set_input_delay [expr $clk_period * $clk_io_pct] -clock clk0 $non_clock_inputs
set_output_delay [expr $clk_period * $clk_io_pct] -clock clk0 [all_outputs]
==> impl_metrics.tcl <==
# flow metrics
set metrics [dict create \
    outcome "completed" \
    antenna_found_initial 0 \
    core_density_at_floorplan_pct 9.121 \
    vdd_drop_max_mv 0.02354 \
    layout.sequential_cells 0 \
    cts-resized-gates 0 \
    drv_cap 0 \
    antenna_left 0 \
    dr_total_vias 342 \
    hold_violations 0 \
    synth_area_sq_um 311.5 \
    hold-worst-slack_ns 5.174 \
    floorplan.die.height_um 80 \
    synth.cellmix.xorXnorShare_pct 14.06 \
    grtUsageTotal_pct 3.057 \
    yosys.stat.chipArea_sq_um 311.5 \
    startpoint_type "primary input" \
    ys_cells 36 \
    yosys-mux-area-fraction_pct 0 \
    grt_pass1_vias 387 \
    worst_setup_path_end_kind "output port" \
    synthesis.instances 36 \
    globalplace.congestion 0.7662 \
    clkbuf_count 0 \
    drtPass1Iterations 1 \
    total_die_area_sq_um 6400 \
    setup_viol 0 \
    ctsHoldBuffers 0 \
    die_width_um 80 \
    logic_family "adder cells" \
    drt-total-wl_um 984 \
    count_of_buffers_inserted_at_the_top_level_ports 26 \
    grt_start_max_net_pins 5 \
    worst-slew-pin-transition_ns 0.2177 \
    dr.first_iter.drc_count 0 \
    postLayoutSetupSlackWorst_ns 3.477 \
    synth_adder_area_share_pct 44.98 \
    tightest_slew_margin_relative_to_the_limit_pct 85.49 \
    post_route_cells_drive_above_1_share_pct 1.613 \
    global_route.overflow_total 0 \
    synth.avg_cell_area_sq_um 8.654 \
    crit_required_ns 8.16 \
    io-pin-count 26 \
    core.rowCount 21 \
    sequential_cell_area_sq_um 0 \
    preCtsSetupSlack_ns 3.443 \
    core_area_sq_um 3416 \
    cellPowerDensity_nw_per_um2 58.85 \
    top_logic_cell_by_instance_count_in_the_layout "sky130_fd_sc_hd__clkdlybuf4s50_1" \
    rsz0062_at_grt "false" \
    synthSimpleGateAreaFrac_pct 11.24 \
    timing.critical_path.fanout_max 4 \
    timing.setup.tns_ns 0 \
    ys_warn_count 0 \
    num_antenna_cells 0 \
    yosys.area_share.aoi_pct 23.69 \
    max_freq_mhz 148.7 \
    yosys.cell_types.count 18 \
    wl_per_cell_um 9.111 \
    post-dp-hpwl_um 940.6 \
    critPathKind "primary input to output port" \
    wire_length_of_the_first_global_routing_pass_um 1656 \
    detail_route.drc_violations 0 \
    mostFrequentLayoutCells "26 x sky130_fd_sc_hd__clkdlybuf4s50_1, 8 x sky130_fd_sc_hd__ha_1, 5 x sky130_fd_sc_hd__inv_1, 3 x sky130_fd_sc_hd__xnor2_1" \
    timing_max_transition_violations_final 0 \
    tool_warnings 32 \
    final_min_period_over_clock_period_pct 65.91 \
    post-route-min-period_ns 6.723 \
    synth_seq_share_pct 0 \
    critPathArrivalTime_ns 4.68 \
    area.growth.synth_to_final_pct 102.0 \
    hp-class "primary input to output port" \
    cellLeakagePower_nw 0.2812 \
    via_per_inst 3.167 \
    postCtsSetupBuffers 0 \
]
-- cells by family after synthesis --
logic type	Yosys count
adders and majority gates	10
xor gates and xnor gates	5
and+or+nand+nor	6
buffers and inverters	5
AOI/OAI and AO/OA	10
-- stage by stage --
step / total power [mW] / util, % / cell area, sq um / std cells
global placement: 0.03726 / 18.42 / 629.4 / 108
detailed placement: 0.03776 / 18.42 / 629.4 / 108
floorplan: 0.01346 / - / 311.5 / 36
CTS: 0.03804 / 18.42 / 629.4 / 108
finish: 0.03704 / 18.42 / 629.4 / 108
global route: 0.04195 / 18.42 / 629.4 / 108
-- metal layers --
layer  routed length, um  track usage (%)  up-vias
met5                   0                0        -
met3                 220            2.273        0
met1                 418            3.391      140
li1                    -                -      182
met4                   0                0        0
met2                 346            4.896       20
-- worst paths after layout --
path              startpoint  endpoint  cells past startpoint
setup / recovery        a[2]    sum[5]                      8
hold / removal          b[6]    sum[6]                      4
-- cells in the mapped netlist (2+ instances only) --
cell type                 number  area (sq um)
sky130_fd_sc_hd__a21o_1        2         15.01
sky130_fd_sc_hd__and3_1        2         12.51
sky130_fd_sc_hd__fa_1          2         40.04
sky130_fd_sc_hd__ha_1          8         100.1
sky130_fd_sc_hd__inv_1         5         18.77
sky130_fd_sc_hd__o21a_1        2         15.01
sky130_fd_sc_hd__xnor2_1       3         26.28
sky130_fd_sc_hd__xor2_1        2         17.52
-- worst max-delay path, stage by stage --
cell and delay [ns]:
sky130_fd_sc_hd__clkdlybuf4s50_1 0.41, sky130_fd_sc_hd__ha_1 0.34, sky130_fd_sc_hd__and3_1 0.19, sky130_fd_sc_hd__a221o_1 0.37
sky130_fd_sc_hd__or2_2 0.30, sky130_fd_sc_hd__fa_1 0.38, sky130_fd_sc_hd__xor2_1 0.17, sky130_fd_sc_hd__clkdlybuf4s50_1 0.49
-- layout make-up --
type,instances,area (sq um)
Fill cell,386,2786
Multi-Input combinational cell,31,292.8
Timing Repair Buffer,26,260.3
Tap cell,46,57.56
Inverter,5,18.77
-- power breakdown --
group,switching [mW],internal (mW)
Combinational,0.0112,0.0258
Clock,0,0
Sequential,0,0
Total,0.0112,0.0258
No activity file was given, so power comes from the tool's default toggle rates.

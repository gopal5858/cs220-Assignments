`/design/flow/config.mk`:
```
export PLATFORM = sky130hd
export DESIGN_NAME = eight_bit_comparator
export DESIGN_NICKNAME = eight_bit_comparator
export VERILOG_FILES = /design/flow/design.v
export SDC_FILE = /design/flow/constraint.sdc
export NUM_CORES = 4
export LEC_CHECK = 1
export CORE_AREA = 10 10 70 70
export DIE_AREA = 0 0 80 80
```
`/design/flow/design.v`:
```
module one_bit_comparator(a, b, c, d, e, e_n, g_n, l_n);
    input a;
    input b;
    input c;
    input d;
    input e;
    output wire e_n;
    output wire g_n;
    output wire l_n;
    assign g_n = d | (c & (a & (~b)));
    assign e_n= c & ~(a^b);
    assign l_n = e | (c & ((~a) & b)); 
endmodule
module eight_bit_comparator(a, b, e, g, l);
    input [7:0] a;
    input [7:0] b;
    output wire e;
    output wire g;
    output wire l;
    wire [6:0] mid_e;
    wire [6:0] mid_g;
    wire [6:0] mid_l;
    one_bit_comparator C1 (a[7], b[7], 1'b1, 1'b0, 1'b0, mid_e[0], mid_g[0], mid_l[0]);
    one_bit_comparator C2 (a[6], b[6], mid_e[0], mid_g[0], mid_l[0], mid_e[1], mid_g[1], mid_l[1]);
    one_bit_comparator C3 (a[5], b[5], mid_e[1], mid_g[1], mid_l[1], mid_e[2], mid_g[2], mid_l[2]);
    one_bit_comparator C4 (a[4], b[4], mid_e[2], mid_g[2], mid_l[2], mid_e[3], mid_g[3], mid_l[3]);
    one_bit_comparator C5 (a[3], b[3], mid_e[3], mid_g[3], mid_l[3], mid_e[4], mid_g[4], mid_l[4]);
    one_bit_comparator C6 (a[2], b[2], mid_e[4], mid_g[4], mid_l[4], mid_e[5], mid_g[5], mid_l[5]);
    one_bit_comparator C7 (a[1], b[1], mid_e[5], mid_g[5], mid_l[5], mid_e[6], mid_g[6], mid_l[6]);
    one_bit_comparator C8 (a[0], b[0], mid_e[6], mid_g[6], mid_l[6], e, g, l);
endmodule
```
`/design/flow/constraint.sdc`:
```
current_design eight_bit_comparator

set clk_period 3.2
set clk_io_pct 0.2

create_clock -name clk0 -period $clk_period

set non_clock_inputs [all_inputs -no_clocks]
set_input_delay [expr $clk_period * $clk_io_pct] -clock clk0 $non_clock_inputs
set_output_delay [expr $clk_period * $clk_io_pct] -clock clk0 [all_outputs]
```
`/design/flow/run.sh`:
```
#!/bin/bash
# OpenROAD 26Q1-2900-gdf79404cd8, Yosys 0.63+post, stock flow scripts
make -C /OpenROAD-flow-scripts/flow DESIGN_CONFIG=/design/flow/config.mk WORK_HOME=/design/flow/orfs finish
```
==> results.yml <==
# physical design summary
worst_hold_path:
  min_from: "a[7]"
  hold_path.class: "in2out"
global_route:
  grt_pass1_vias: 376
  grt_pass1_wl_um: 1630
  grt_usage_pct: 3.09
  met1_usage_pct: 3.56
  antenna_found_initial: 0
  busiest_layer: "met2"
  grtUsageMet3_pct: 0.341
  grt_start_max_net_pins: 4
  overflow: 0
  met2_usage_pct: 6.18
timing:
  period_used_pct: 96.0
  hold_viol: 0
  clock.fmax_mhz: 326
  slew_viol_final: 0
  tightestPinTransition_ps: 227
  setup_violations: 0
  slew_headroom_pct: 84.9
  min_period_ps: 3070
  rsz0062_at_grt: "no"
floorplan:
  fp.dieW_um: 80
  dieArea_mm2: 0.00640
  core_mm2: 0.00342
  dieHeight_um: 80
  initial_core_util_pct: 10.7
  io_pins: 19
  num_rows: 21
logic_synthesis:
  ys_seq_share_pct: 0
  netlist_area_um2: 367
  ys_types: 11
  synth_chip_area_um2: 367
  yosys_warnings: 0
  synth_area_leader_cell: "ha_1"
  syn_inst: 48
  ys_cells: 48
  area_leaders: "ha_1 (55%), inv_1 (16%), a21oi_1 (5.5%)"
  yosysTopAreaCellShare_pct: 54.6
  postSynthAreaPerCell_um2: 7.64
critical_path:
  crit_path_cell_trace: "clkdlybuf4s50_1 -> inv_1 -> ha_1 -> nand3_2 -> or2_4 -> nor2_2 -> clkdlybuf4s50_1"
  startpoint: "a[6]"
  critPathKind: "in2out"
  critPathMaxStageDelay_ps: 480
  critPathMaxFanout: 3
  start_kind: "input pin"
  crit_required_ps: 2560
  path_common_cell: "clkdlybuf4s50_1"
  crit_slowest_cell: "clkdlybuf4s50_1"
  endpoint_kind: "output pin"
  arrival_ps: 2430
drt:
  wl_um: 1060
  drt_iter0_markers: 4
  post_drt_via_cell_ratio: 3.24
  drc: 0
  drt_pass1_iterations: 4
  drtAntennaViolNets: 0
  vias: 379
  antenna-diode-count: 0
  routedWlPerCell_um: 9.03
finish:
  ff_count: 0
  drive_gt1_share_pct: 18.3
  final_cells: 117
  nClkBuffers: 0
  register_area_um2: 0
  area_delta_synth_final_pct: 85.3
clocking:
  holdBufCountCts: 0
  cts_setup_buffers: 0
power:
  p_leak_nw: 0.356
  finalPower_uw: 74.7
  p_per_area_mw_per_mm2: 110
  peakVddDrop_mv: 0.0192
job:
  warning_count: 40
  max_cap_violations: 0
place:
  placed_cells: 117
  globalplace.congestion: 0.673
  io_buffers: 19
  hpwl_um: 974
status:
  status: "completed"
[final cells by class]
type                       count  area, µm²
fill                         380       2740
timing repair buffer          23        221
multi-input combinational     32        340
inverter                      16       60.1
tap                           46       57.6
[critical path, delay by kind of cell]
family,cells,cell delay [ps]
buf+inv,3,1000
simple gates,3,470
fa+ha+maj,1,310
[Yosys cell counts, drive strengths merged]
cell type and number:
ha 16, a21o 2, a21oi 4, o221ai 2, and2 1, nor2 1
or2 1, nand3 1, nand2 2, a221oi 2, inv 16
[final timing paths]
| kind | end | slack [ps] | cells after the start |
|---|---|---|---|
| worst max-delay path | e | 130 | 7 |
| worst min-delay path | g | 2110 | 5 |
[through the flow]
step / setup TNS, ps / cell area [µm²] / util [%] / hold slack, ps / setup WS, ps
final: 0 / 679 / 19.9 / 2110 / 129
after global routing: 0 / 679 / 19.9 / 2160 / 35.0
after floorplan: 0 / 367 / - / 1450 / 1070
after global placement: -123 / 644 / 18.9 / 2480 / -80.8
after detailed placement: -155 / 644 / 18.9 / 2480 / -87.2
after CTS: 0 / 656 / 19.2 / 2250 / 17.4
[kinds of logic (layout without fill, tap and decap cells)]
family,after synthesis,after routing,share of synthesized area [%]
buf+inv,16,39,16.4
compound gates,10,10,19.8
fa+ha+maj,16,16,54.6
simple gates,6,6,9.22
[placed cells by master, fill, tap and decap left out, types with 2 or more instances in the layout]
| cell type | count |
|---|---|
| clkdlybuf4s50_1 | 17 |
| a21o_2 | 2 |
| nand2_1 | 2 |
| buf_4 | 4 |
| o221ai_1 | 2 |
| inv_1 | 16 |
| ha_1 | 15 |
| a21oi_1 | 3 |
| a221oi_2 | 2 |
[where the power goes]
| group | total, mW | internal, mW | switching, mW | leakage, nW |
|---|---|---|---|---|
| Combinational | 0.0747 | 0.0458 | 0.0289 | 0.356 |
| Clock | 0 | 0 | 0 | 0 |
| Sequential | 0 | 0 | 0 | 0 |
| Total | 0.0747 | 0.0458 | 0.0289 | 0.356 |
[metal layers]
metal | up-vias | routed length (µm)
met3 | 0 | 32
met2 | 8 | 551
met1 | 167 | 473
met5 | - | 0
met4 | 0 | 0
li1 | 204 | -
[timing repair]
item	CTS	global route
endpoints found under the hold margin	0	0
gates resized	3	5
setup endpoints to repair	2	2
No activity file was given, so power comes from the tool's default toggle rates.
